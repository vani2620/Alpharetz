File: flow/config.mk
export PLATFORM = sky130hd
export DESIGN_NAME = alpharetz_regfile
export DESIGN_NICKNAME = alpharetz_regfile
export VERILOG_FILES = /design/flow/design.v
export SDC_FILE = /design/flow/constraint.sdc
export NUM_CORES = 4
export LEC_CHECK = 1
export CORE_UTILIZATION = 50
File: flow/constraint.sdc
current_design alpharetz_regfile

set clk_period 3.9
set clk_io_pct 0.2

create_clock -name clk0 -period $clk_period [get_ports {clk}]

set non_clock_inputs [all_inputs -no_clocks]
set_input_delay [expr $clk_period * $clk_io_pct] -clock clk0 $non_clock_inputs
set_output_delay [expr $clk_period * $clk_io_pct] -clock clk0 [all_outputs]
File: flow/design.v
parameter int CPU_DATA_WIDTH = 16;
parameter int CPU_REG_COUNT = 16;
localparam int REG_ADDR_WIDTH = $clog2(CPU_REG_COUNT);
parameter int OPCODE_WIDTH = 4;
parameter int CPU_INST_WIDTH = 16;
parameter int LONG_IMM_WIDTH = 8;
parameter int SHORT_IMM_WIDTH = 4;
parameter int FLAG_REG_WIDTH = 8;
`default_nettype none
module alpharetz_regfile(
    input wire clk,
    input wire clk_en,
    input wire sync_rst,
    input wire sys_en,
    input wire wr_en,
    input wire [CPU_DATA_WIDTH-1:0] wr_data,
    input wire [REG_ADDR_WIDTH-1:0] wr_addr,
    input wire rd_en_a,
    input wire [REG_ADDR_WIDTH-1:0] rd_addr_a,
    output wire [CPU_DATA_WIDTH-1:0] rd_data_a,
    input wire rd_en_b,
    input wire [REG_ADDR_WIDTH-1:0] rd_addr_b,
    output wire [CPU_DATA_WIDTH-1:0] rd_data_b
);
logic [CPU_REG_COUNT-1:0] wr_dec;
always_comb begin
    wr_dec = 0;
    wr_dec[wr_addr] = 1'b1;
end
wire [CPU_DATA_WIDTH-1:0] regfile_output [CPU_REG_COUNT];
genvar reg_idx;
generate
    for (reg_idx = 0; reg_idx < CPU_REG_COUNT; reg_idx = reg_idx + 1) begin : gen_regfile
        if (reg_idx == 0) begin : gen_zero_reg
            assign regfile_output[reg_idx] = 0;
        end else begin : gen_registers
            reg [CPU_DATA_WIDTH-1:0] register;
            wire [CPU_DATA_WIDTH-1:0] data = sync_rst ? 0 : wr_data;
            wire wr_trig = sync_rst || (clk_en && wr_dec[reg_idx] && wr_en && sys_en);
            always_ff @( posedge clk ) begin : update_reg
                if (wr_trig) register <= data;
            end
            assign regfile_output[reg_idx] = register;
        end
    end
endgenerate
assign rd_data_a = rd_en_a ? regfile_output[rd_addr_a] : 0;
assign rd_data_b = rd_en_b ? regfile_output[rd_addr_b] : 0;
endmodule
`default_nettype wire
File: flow/run.sh
#!/bin/bash
# OpenROAD 26Q1-2900-gdf79404cd8, Yosys 0.63+post, stock flow scripts
make -C /OpenROAD-flow-scripts/flow DESIGN_CONFIG=/design/flow/config.mk WORK_HOME=/design/flow/orfs finish
==> qor.csv <==
stage;metric;value;unit
clocking;clk root buf;clkbuf_16;
clocking;CTS tree;yes;
synth;top_reg_cell synth;edfxtp_1;
sta;fmax;0.2607;GHz
worst_setup_path;Crit. Startpoint;rd_addr_a[0];
floorplanning;die height;154.2;µm
clocking;H-tree Lvls;1;
worst_setup_path;critical path class;primary input to output pin;
placed_design;DP Area;13190;µm²
hold_path;worst hold path type;primary input to register;
clocking;Clk pin slew, worst setup/hold paths;0.06;ns
sta;min Tclk post-route;3.836;ns
synth;Synthesis Warnings;1;
finish;max FFs per register;240;
worst_setup_path;CP Capture Point;rd_data_a[9];
routing;Routed WL;39.11;mm
routing;per-cell routed wire length;30.58;µm
job;max_cap viols;0;
floorplanning;die area;23780;µm²
clocking;CTS Hold Bufs;0;
finish;Gate Area;4066;µm²
floorplanning;CORE AREA;22710;µm²
synth;Synth top cell by count;edfxtp_1;
worst_setup_path;CP required;3.12;ns
clocking;CTS Sinks;240;
outcome;run status;finished clean;
synth;FFs w/ async S/R, synth;0;
sta;Slew @ Worst Pin;1.039;ns
global_route;first-pass GRT wire length;57.13;mm
synth;most instantiated cells after synthesis;240 x edfxtp_1, 105 x mux2i_1, 75 x a22oi_1;
worst_setup_path;Max FO, Critical Path;10;
routing;diode count;0;
finish;most flop-heavy register;gen_regfile.gen_registers.register;
synth;post-synth top area cell;edfxtp_1;
routing;initial DRC count;618;
synth;synthesized area;11580;µm²
sta;Final Hold Vio Count;0;
synth;top cells, area;edfxtp_1 62%, mux2i_1 9.1%, a22oi_1 4.9%, a22o_1 2.9%, o22ai_1 2.4%;
power_and_ir_drop;Static Leak;5.045;nW
routing;Pre-Repair DR Iteration Count;5;
global_route;initial antenna violation count;0;
floorplanning;Boundary Pins;67;
global_route;largest net degree at the start of global routing;21;
synth;Yosys cell types;56;
power_and_ir_drop;Power Density;463.6;nW/µm²
finish;Area Overhead vs Synth;21.70;%
finish;Fill cells;1700;
worst_setup_path;kind of end point of the critical path;output pin;
synth;post-synthesis cell count;831;
floorplanning;FP Util;0.5100;
clocking;setup bufs post-CTS;0;
worst_setup_path;crit path DAT;3.06;ns
synth;Yosys chip area;11580;µm²
finish;final instance area;14100;µm²
clocking;CTS Buf Count;26;
sta;final setup vio count;0;
routing;Vias/cell;6.755;
global_route;vias in the first global route;9409;
placed_design;IO Port Bufs;66;
routing;Vias;8640;
floorplanning;Die X;154.2;µm
floorplanning;num rows;55;
placed_design;hpwl dp;26.71;mm
synth;# Cells Yosys;831;
finish;Largest regs;gen_regfile.gen_registers.register x240;
hold_path;hold depth;3;
global_route;total track usage;0.3690;
sta;Max Transition Viols Final;0;
global_route;global route total overflow;0;
sta;relative slew slack;0.3059;
finish;layout cell share with drive strength beyond 1;0.2042;
synth;Largest type area fraction;0.6222;
synth;Seq/Total Area, Yosys;0.6222;
routing;Detail Route Antenna Nets;0;
synth;syn_area_per_cell;13.94;µm²
routing;residual DRC count;0;
job;tool warning count;28;
finish;Finished Core Util;0.6207;
synth;flip-flops with a built-in enable;240;
sta;final worst path period share;0.9835;
finish;FF+latch area;7207;µm²
power_and_ir_drop;worst vdd ir;0.3800;mV
placed_design;Routability Congestion;0.9705;
synth;number of synthesized register bits;240;
worst_setup_path;Worst setup SP type;primary input;
clocking;Max clock buf depth;3;
[cell type report]
cell class / instances / share of cell area
sequential: 240 / 0.5113
multi-input combinational: 518 / 0.2885
timing repair buffer: 177 / 0.1106
clock buffer: 30 / 0.04873
tap: 285 / 0.02530
clock inverter: 17 / 0.01243
inverter: 12 / 0.003195
[what timing repair did]
action / in CTS / in global routing
pin swaps: 1 / 2
gates resized: 7 / 4
setup endpoints to repair: 12 / 5
[critical path, stage by stage]
cell and delay (ns):
clkdlybuf4s50_1 0.46, buf_4 0.18, buf_4 0.19, nand2b_2 0.12, nor3_4 0.28, buf_4 0.18, a211oi_1 0.07, a31oi_1 0.27
clkdlybuf4s50_1 0.52
[worst min-delay path by stage]
stage                 startpoint                                        end  slack (ns)
final                 wr_data[4]   gen_regfile[7].gen_registers.register[4]        1.11
after CTS             wr_data[4]  gen_regfile[12].gen_registers.register[4]        1.10
after global routing  wr_data[4]   gen_regfile[7].gen_registers.register[4]        1.13
[where the power goes]
part | leakage (nW) | internal [mW] | switching, mW
Combinational | 2.31 | 0.361 | 0.487
Sequential | 2.32 | 3.09 | 0.117
Clock | 0.415 | 1.46 | 1.02
Total | 5.05 | 4.91 | 1.63
[cell families (layout without fill, tap and decap cells)]
logic type,count (synthesis),count (layout),share of synthesized area
xor gates and xnor gates,1,1,0.0007563
AOI/OAI and AO/OA,279,279,0.1806
adders and majority gates,4,4,0.004321
muxes,110,110,0.09755
buffers and inverters,73,236,0.03684
and+or+nand+nor,124,124,0.05769
DFF,240,240,0.6222
[per-layer routing]
metal	routed length (µm)	up-vias	GRT usage
li1	-	3714	-
met1	13840	4125	0.4766
met2	16850	687	0.5076
met3	6865	112	0.2740
met4	1521	2	0.1057
met5	36	-	0.03106
[layout by cell type (no fill, tap or decap), types with 6 or more instances in the layout]
cell and count:
clkdlybuf4s50_1 60, buf_12 7, a31oi_1 13, buf_4 103
nor2_1 43, o22a_1 9, nand2_1 14, edfxtp_1 240
a21oi_1 25, a22o_1 39, inv_1 9, a2111oi_1 8
a2111oi_0 6, clkbuf_16 27, a211oi_1 8, a22oi_1 75
clkinv_2 6, nor3_1 8, mux2i_1 105, a222oi_1 7
o22ai_1 44, nand3_1 9, nor2b_1 22, o221ai_1 6
o21ai_2 14
[stage by stage]
| stage | worst slack (ns) | instances | hold slack (ns) | setup TNS (ns) | total power, mW |
|---|---|---|---|---|---|
| floorplan | 0.8908 | 831 | 1.087 | 0 | 3.654 |
| global placement | -0.1009 | 1232 | 1.648 | -0.2219 | 4.068 |
| detailed placement | -0.1200 | 1232 | 1.652 | -0.3315 | 4.078 |
| CTS | 0.02288 | 1279 | 1.099 | 0 | 6.532 |
| global route | -0.001239 | 1279 | 1.134 | -0.001239 | 6.725 |
| finish | 0.06445 | 1279 | 1.110 | 0 | 6.535 |
Power figures rest on the tool's default switching activity, not on a simulated workload.

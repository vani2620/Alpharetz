### /design/flow/config.mk
export PLATFORM = sky130hd
export DESIGN_NAME = alpharetz_spi_controller
export DESIGN_NICKNAME = alpharetz_spi_controller
export VERILOG_FILES = /design/flow/design.v
export SDC_FILE = /design/flow/constraint.sdc
export NUM_CORES = 4
export LEC_CHECK = 1
export CORE_UTILIZATION = 40
### /design/flow/constraint.sdc
current_design alpharetz_spi_controller

set clk_period 3.9
set clk_io_pct 0.2

create_clock -name clk0 -period $clk_period [get_ports {sys_clk}]

set non_clock_inputs [all_inputs -no_clocks]
set_input_delay [expr $clk_period * $clk_io_pct] -clock clk0 $non_clock_inputs
set_output_delay [expr $clk_period * $clk_io_pct] -clock clk0 [all_outputs]
### /design/flow/design.v
parameter int SPI_DATA_WIDTH = 8;
parameter int PERI_CNT = 8;
localparam int P_ADDR_WIDTH = $clog2(PERI_CNT);
parameter shortint SPI_CLK_RATIO = 4;
parameter bit CPOL = 0;
parameter int SPI_FIFO_WIDTH = 128;
`default_nettype none
module alpharetz_spi_controller(
    input wire sys_clk,
    input wire sys_clk_en,
    input wire sync_rst,
    input wire [SPI_DATA_WIDTH-1:0] tx_data,
    input wire start_txn,  
    input wire [P_ADDR_WIDTH-1:0] p_addr,
    input wire cipo,
    output reg copi,
    output wire p_clk,
    output reg [PERI_CNT-1:0] p_sel_n,
    output reg [SPI_DATA_WIDTH-1:0] rx_data,
    output reg end_txn,  
    output reg busy
);
wire cpol = CPOL;
reg p_clk_reg;
reg [15:0] clk_counter;
clock_divider #(
    .CLOCK_RATIO(SPI_CLK_RATIO)
) spi_clk_div (
    .clk_in(sys_clk),
    .clk_en(sys_clk_en),
    .sync_rst(sync_rst),
    .cpol(cpol),
    .counter_out(clk_counter),
    .clk_out(p_clk_reg)
);
localparam int BITCOUNT = $clog2(SPI_DATA_WIDTH);
    wire spi_clk_maxed = clk_counter == SPI_CLK_RATIO-1;  
    reg [BITCOUNT-1:0] spi_bit_counter;
    wire spi_cnt_maxed = spi_bit_counter == SPI_DATA_WIDTH-1;  
    reg [PERI_CNT-1:0] p_sel_n_reg;  
    wire p_selected = ~p_sel_n_reg != 0;
    reg rx_data_valid;  
    typedef enum bit [1:0] {IDLE = 2'b00, INIT = 2'b01, TXF = 2'b10, STOP = 2'b11} spi_state_t;
    reg [1:0] current_state;
    wire active = |current_state;
    logic [2:0] state_tracker;
    always_comb begin : track_state
        case (current_state)
        IDLE: state_tracker = {start_txn, INIT};
        INIT: state_tracker = {p_selected, TXF};
        TXF: state_tracker = {spi_cnt_maxed, STOP};
        STOP: state_tracker = {rx_data_valid, IDLE};
        default: state_tracker = 0;
        endcase
    end
    wire [1:0] next_state = sync_rst ? 0 : state_tracker[1:0];
    wire state_trigger = sync_rst || sys_clk_en && state_tracker[2];
    always_ff @( posedge sys_clk ) begin : update_state
        if (state_trigger) current_state <= next_state;
    end
wire p_decode_en = sync_rst || (sys_clk_en && spi_bit_counter == 0);
logic [PERI_CNT-1:0] p_selector_next;
always_comb begin : decode_peripheral_select
    p_selector_next = {PERI_CNT{1'b1}};
    p_selector_next[p_addr] = !(sync_rst || spi_clk_maxed);
end
always_ff @(negedge sys_clk) begin
    if (p_decode_en) p_sel_n_reg <= p_selector_next;
end
reg [SPI_DATA_WIDTH-1:0] shift_buffer;
wire buf_en = current_state == INIT || current_state == TXF;
wire regwrite = sync_rst || sys_clk_en && buf_en && p_selected;
logic [SPI_DATA_WIDTH-1:0] buf_data;
always_comb begin : set_data
    case(current_state)
    INIT: buf_data = tx_data;
    TXF: buf_data = spi_clk_maxed ? {cipo, shift_buffer[SPI_DATA_WIDTH-1:1]} : shift_buffer;
    default: buf_data = 0;
    endcase
end
always_ff @(posedge sys_clk) begin : update_buffer
    if (regwrite) shift_buffer <= buf_data;
end
wire copi_data = sync_rst ? 0 : shift_buffer[0];
wire copi_trigger = sync_rst || (sys_clk_en && current_state == TXF);
always_ff @(posedge sys_clk) begin
    if (copi_trigger) copi <= copi_data;
end
wire [BITCOUNT-1:0] bit_count = sync_rst ? 0 : spi_bit_counter + 'd1;
wire cnt_trigger = sync_rst || (sys_clk_en && spi_clk_maxed && p_selected);
always_ff @(posedge sys_clk) begin
    if (cnt_trigger) spi_bit_counter <= bit_count;
end
wire rx_dv = sync_rst ? 0 : spi_cnt_maxed;
wire rx_data_trigger = sync_rst || sys_clk_en && spi_cnt_maxed;
wire rx_data_next = sync_rst ? 0 : shift_buffer;
always_ff @(posedge sys_clk) begin
    if (rx_data_trigger) begin
        rx_data_valid <= rx_dv;
        rx_data <= rx_data_next;
    end
end
assign end_txn = rx_data_valid;
assign busy = active;
assign p_clk = p_selected ? cpol : p_clk_reg;
assign p_sel_n = p_sel_n_reg;
endmodule
`default_nettype wire
`default_nettype none
module clock_divider#(
    parameter shortint CLOCK_RATIO = 8
)(
    input wire clk_in,
    input wire clk_en,
    input wire sync_rst,
    input wire cpol,
    output wire [15:0] counter_out,
    output reg clk_out
);
reg [15:0] counter;
wire counter_trigger = sync_rst || clk_en;
wire [15:0] counter_next = sync_rst || (counter >= CLOCK_RATIO-1) ? 0 : counter + 1;
always_ff @(posedge clk_in) begin
  if (counter_trigger) begin
    counter <= counter_next;
  end
end
always_comb begin
    if (sync_rst) begin
        clk_out = clk_in;
    end else if (clk_en) begin
        clk_out = (counter < CLOCK_RATIO/2) ? cpol : ~cpol;
    end else begin
        clk_out = 0;
    end
end
assign counter_out = counter;
endmodule
`default_nettype wire
### /design/flow/run.sh
#!/bin/bash
# OpenROAD 26Q1-2900-gdf79404cd8, Yosys 0.63+post, stock flow scripts
make -C /OpenROAD-flow-scripts/flow DESIGN_CONFIG=/design/flow/config.mk WORK_HOME=/design/flow/orfs finish
==> flow_summary.html <==
<h3>Flow metrics</h3>
<table>
<tr><th>Metric</th><th>Value</th></tr>
<tr><th colspan="2">Run status</th></tr>
<tr><td>Outcome</td><td>completed</td></tr>
<tr><th colspan="2">Synth</th></tr>
<tr><td>Gate count of the mapped netlist</td><td>140</td></tr>
<tr><td># Cells Yosys</td><td>140</td></tr>
<tr><td>Dominant cells by area after synthesis</td><td>edfxtp_1 (62%), ha_1 (7.7%), nor2b_1 (4.8%), nor4_4 (3.3%), a22oi_1 (3.1%)</td></tr>
<tr><td>Yosys synthesis chip area</td><td>1950 µm²</td></tr>
<tr><td>Yosys reg bits</td><td>40</td></tr>
<tr><td>Portion of synthesized cell area occupied by the leading cell type</td><td>0.616</td></tr>
<tr><td>Synth Seq Share</td><td>0.616</td></tr>
<tr><td>YS warnings</td><td>5</td></tr>
<tr><td>Cell area after synthesis</td><td>1950 µm²</td></tr>
<tr><td>Synth unique cells</td><td>30</td></tr>
<tr><td>Mean Syn Cell Area</td><td>13.9 µm²</td></tr>
<tr><td>Most area-hungry cell type in the Yosys netlist</td><td>edfxtp_1</td></tr>
<tr><th colspan="2">STA</th></tr>
<tr><td>Fin. Hold Viols</td><td>0</td></tr>
<tr><td>Transition time at the pin with the least slew margin</td><td>790 ps</td></tr>
<tr><td>Final count of negative-setup-slack endpoints</td><td>0</td></tr>
<tr><td>Setup Total Neg Slack</td><td>0 ps</td></tr>
<tr><td>Post-route setup slack</td><td>51.2 ps</td></tr>
<tr><td>Clock Skews</td><td>55.1 ps</td></tr>
<tr><td>Count of final max-slew check failures</td><td>0</td></tr>
<tr><td>Worst slew margin</td><td>0.473</td></tr>
<tr><td>Setup repair after global routing missed its margin</td><td>false</td></tr>
<tr><th colspan="2">Hold path</th></tr>
<tr><td>Hold Path Class</td><td>reg2reg</td></tr>
<tr><th colspan="2">Route</th></tr>
<tr><td>Via Count</td><td>1192</td></tr>
<tr><td># diodes</td><td>0</td></tr>
<tr><td>Total met2 wirelength after detailed routing</td><td>1330 µm</td></tr>
<tr><td>Routed WL per cell</td><td>11.3 µm</td></tr>
<tr><td>Highest metal layer with signal wires</td><td>met4</td></tr>
<tr><td>Detailed-router iteration count before antenna repair</td><td>4</td></tr>
<tr><td>Length of routed wiring on met1</td><td>1360 µm</td></tr>
<tr><td>DRC</td><td>0</td></tr>
<tr><td>Detail-routed via count per cell</td><td>4.67</td></tr>
<tr><td>Wire length on met3</td><td>144 µm</td></tr>
<tr><td>Post-route ant nets</td><td>0</td></tr>
<tr><td>Drt initial violations</td><td>63</td></tr>
<tr><td>Total Routed Length</td><td>2880 µm</td></tr>
<tr><th colspan="2">GRT</th></tr>
<tr><td>Initial antenna violation count</td><td>0</td></tr>
<tr><td>Remaining global-route overflow</td><td>0</td></tr>
<tr><td>Pin count of the biggest net entering global routing</td><td>17</td></tr>
<tr><td>Vias in the first global route</td><td>1186</td></tr>
<tr><td>Global-route usage over all layers</td><td>0.132</td></tr>
<tr><td>Wire length of the first global-routing pass</td><td>5110 µm</td></tr>
<tr><th colspan="2">Power</th></tr>
<tr><td>Max IR drop VDD</td><td>276 µV</td></tr>
<tr><td>Cell Pwr Density</td><td>418 nW/µm²</td></tr>
<tr><td>Standby leakage power</td><td>0.986 nW</td></tr>
<tr><td>Final Total Pwr</td><td>1.05 mW</td></tr>
<tr><th colspan="2">Clock tree</th></tr>
<tr><td>Clock tree buffer depth</td><td>2</td></tr>
<tr><td>Buffer cell driving the clock tree root</td><td>clkbuf_8</td></tr>
<tr><td>Worst-path clk slew</td><td>80 ps</td></tr>
<tr><td>H-Tree Level Count</td><td>2</td></tr>
<tr><td>Clock tree from TritonCTS</td><td>built</td></tr>
<tr><td>Clock sinks</td><td>40</td></tr>
<tr><td>Later-pin clock latency in the skew report</td><td>340 ps</td></tr>
<tr><td>Cts bufs inserted</td><td>5</td></tr>
<tr><th colspan="2">Worst setup path</th></tr>
<tr><td>Startpoint kind of the worst setup timing path</td><td>flip-flop</td></tr>
<tr><td>Arrival time worst endpoint</td><td>3070 ps</td></tr>
<tr><td>Critical Path RT</td><td>3120 ps</td></tr>
<tr><td>Critical path's largest stage delay</td><td>460 ps</td></tr>
<tr><td>Max Fanout on Critical Path</td><td>1</td></tr>
<tr><td>CP Buf/Inv Count</td><td>1</td></tr>
<tr><td>Top delay family on crit path</td><td>buffers and inverters</td></tr>
<tr><td>Critical path, cell by cell</td><td>clkdlybuf4s50_1</td></tr>
<tr><td>Critical Path End Type</td><td>primary output</td></tr>
<tr><td>Master of the slowest instance on the critical path</td><td>clkdlybuf4s50_1</td></tr>
<tr><td>WS Path Type</td><td>reg2out</td></tr>
<tr><th colspan="2">Floorplan</th></tr>
<tr><td>I/O pin count</td><td>36</td></tr>
<tr><td>Number of rows created at floorplan</td><td>25</td></tr>
<tr><td>Die width</td><td>71.8 µm</td></tr>
<tr><td>Area of the die</td><td>5160 µm²</td></tr>
<tr><td>Core footprint</td><td>4690 µm²</td></tr>
<tr><td>Initial core utilization</td><td>0.416</td></tr>
<tr><td>Die Ht</td><td>71.8 µm</td></tr>
<tr><th colspan="2">Placed design</th></tr>
<tr><td>Port bufs</td><td>27</td></tr>
<tr><td>Gpl congestion</td><td>0.776</td></tr>
<tr><td>Post-DP HPWL</td><td>2140 µm</td></tr>
<tr><td>Post-detailed-placement cell area</td><td>2380 µm²</td></tr>
<tr><td>Post-placement setup slack</td><td>-352 ps</td></tr>
<tr><th colspan="2">Flow run</th></tr>
<tr><td>Max Cap Violations</td><td>0</td></tr>
<tr><td>Tool warning count</td><td>40</td></tr>
<tr><th colspan="2">Final layout</th></tr>
<tr><td>Final Cell Area</td><td>2510 µm²</td></tr>
<tr><td>Layout-stage area growth over the synthesis result</td><td>28.7%</td></tr>
<tr><td>Most common cell after layout, fill and taps aside</td><td>edfxtp_1</td></tr>
<tr><td>Leading cell types in the layout, fill and taps excluded</td><td>edfxtp_1 (40), clkdlybuf4s50_1 (27), conb_1 (22), inv_1 (16), nor2b_1 (13)</td></tr>
<tr><td>Largest register FFs</td><td>16</td></tr>
<tr><td>Share of cells above drive strength 1</td><td>0.149</td></tr>
</table>
## metal layers
| metal | GRT usage | vias to the layer above |
|---|---|---|
| met1 | 0.207 | 548 |
| met4 | 0.0261 | 0 |
| met3 | 0.0428 | 4 |
| met2 | 0.197 | 32 |
| met5 | 0 | - |
| li1 | - | 608 |
## what timing repair did
action,in CTS,in global routing
setup buffers,0,0
endpoints found under the setup margin,1,4
gates resized,2,3
hold buffers,0,0
pin swaps,0,1
## cell usage after synthesis
master	n
o211ai_1	2
o21ai_0	2
nor4b_2	1
nand3_1	1
buf_2	1
nor2_1	6
nand4_1	4
clkbuf_1	3
a22oi_1	8
a21o_1	4
nor3b_1	1
a41o_2	1
or2_2	2
and4_4	1
nand2b_1	2
buf_4	8
nand3b_1	1
nand4_2	1
ha_1	12
a21oi_1	3
edfxtp_1	40
o21bai_1	2
nand2_1	2
inv_1	9
nor4_1	1
conb_1	1
o311ai_1	2
a211o_1	1
nor2b_1	15
nor4_4	3
## report_power, final
| part | internal [mW] | total, mW | switching, mW |
|---|---|---|---|
| clock network | 0.133 | 0.286 | 0.154 |
| registers | 0.545 | 0.568 | 0.0235 |
| logic | 0.0994 | 0.194 | 0.0949 |
| total | 0.777 | 1.05 | 0.272 |
## worst paths after layout
| check | from | endpoint | cells past startpoint | slack (ps) |
|---|---|---|---|---|
| min reg2reg | spi_clk_div.counter[0] | spi_clk_div.counter[0] | 1 | 580 |
| max | p_sel_n_reg[4] | p_sel_n[4] | 1 | 50 |
| max reg2reg | spi_clk_div.counter[0] | p_sel_n_reg[3] | 4 | 370 |
| min | spi_clk_div.counter[0] | spi_clk_div.counter[0] | 1 | 580 |
## cell type report
type / instances / area (µm²)
Clock buffer: 5 / 68.8
Clock inverter: 11 / 46.3
Inverter: 8 / 30.0
Fill cell: 382 / 2180
Tap cell: 54 / 67.6
Multi-Input combinational cell: 100 / 738
Sequential cell: 40 / 1200
Timing Repair Buffer: 37 / 358
## cell families (layout without fill, tap and decap cells)
family / count (synthesis) / after routing / share of synthesized area
DFF: 40 / 40 / 0.616
AOI/OAI and AO/OA: 25 / 25 / 0.0936
other: 1 / 22 / 0.00192
and+or+nand+nor: 41 / 41 / 0.155
buffers and inverters: 21 / 61 / 0.0564
adders and majority gates: 12 / 12 / 0.0770
## per-stage QoR
stage | hold slack [ps] | utilization | cells
floorplan | 543 | - | 161
global placement | 557 | 0.507 | 240
detailed placement | 573 | 0.507 | 240
CTS | 586 | 0.532 | 255
global route | 622 | 0.535 | 255
finish | 579 | 0.535 | 255
Power figures rest on the tool's default switching activity, not on a simulated workload.

--- ./config.mk ---
export PLATFORM = sky130hd
export DESIGN_NAME = fifo_queue
export DESIGN_NICKNAME = fifo_queue
export VERILOG_FILES = /design/flow/design.v
export SDC_FILE = /design/flow/constraint.sdc
export NUM_CORES = 4
export LEC_CHECK = 1
export CORE_AREA = 10 10 98 98
export DIE_AREA = 0 0 108 108
--- ./constraint.sdc ---
current_design fifo_queue

set clk_period 3.0
set clk_io_pct 0.2

create_clock -name clk0 -period $clk_period [get_ports {clk}]

set non_clock_inputs [all_inputs -no_clocks]
set_input_delay [expr $clk_period * $clk_io_pct] -clock clk0 $non_clock_inputs
set_output_delay [expr $clk_period * $clk_io_pct] -clock clk0 [all_outputs]
--- ./design.v ---
parameter int UART_DATA_WIDTH = 8;
parameter shortint UART_CLK_RATIO = 500;
parameter int UART_FIFO_DEPTH = 128;
`default_nettype none
module fifo_queue #(
    parameter int FIFO_DATA_WIDTH = 16,
    parameter int FIFO_DEPTH = 128
)(
    input wire clk,
    input wire clk_en,
    input wire sync_rst,
    input wire wr_en,
    input wire [FIFO_DATA_WIDTH-1:0] data_in,
    input wire rd_en,
    output reg [FIFO_DATA_WIDTH-1:0] data_out,
    output reg full,
    output reg empty
);
localparam int PTR_WIDTH = $clog2(FIFO_DEPTH);
reg [PTR_WIDTH:0] wr_ptr, rd_ptr;
wire empty_msb_cmp = wr_ptr[PTR_WIDTH] ^ rd_ptr[PTR_WIDTH];
wire low_empty_chk = wr_ptr[PTR_WIDTH-1:0] == rd_ptr[PTR_WIDTH-1:0];
wire full_chk = low_empty_chk && empty_msb_cmp;
wire empty_chk = low_empty_chk && !empty_msb_cmp;
wire wr_ptr_update = sync_rst || (clk_en & wr_en);
wire wr_ptr_next = sync_rst ? 0 : wr_ptr + 1;
always_ff @(posedge clk) begin : update_wr_ptr
    if (wr_ptr_update) wr_ptr <= wr_ptr_next;
end
logic [FIFO_DEPTH-1:0] wr_dec;
always_comb begin : decode
    wr_dec = 0;
    wr_dec[wr_ptr] = 1'b1;
end
wire [FIFO_DATA_WIDTH-1:0] fifo_read [FIFO_DEPTH];
genvar fifo_idx;
generate
    for (fifo_idx = 0; fifo_idx < FIFO_DEPTH; fifo_idx = fifo_idx + 1) begin : gen_queue
        if (!fifo_idx) begin: g_addr_0
            assign fifo_read[fifo_idx] = 0;
        end
        else begin: gen_other_addr
            reg [FIFO_DATA_WIDTH-1:0] fifo_entry;
            wire [FIFO_DATA_WIDTH-1:0] fifo_entry_data = sync_rst ? 0 : data_in;
            wire write_trigger = sync_rst || (clk_en & wr_dec[fifo_idx] & wr_en & !full_chk);
            always_ff @(posedge clk) begin : update_entries
                if (write_trigger) fifo_entry <= fifo_entry_data;
            end
            assign fifo_read[fifo_idx] = fifo_entry;
        end
    end
endgenerate
wire rd_ptr_update = sync_rst || (clk_en & rd_en & !empty_chk);
wire rd_ptr_next = sync_rst ? 0 : rd_ptr + 1;
always_ff @(posedge clk) begin : read_fifo
    if (rd_ptr_update) begin
        data_out <= fifo_read[rd_ptr];
        rd_ptr <= rd_ptr_next;
    end
end
assign full = full_chk;
assign empty = empty_chk;
endmodule
--- ./run.sh ---
#!/bin/bash
# OpenROAD 26Q1-2900-gdf79404cd8, Yosys 0.63+post, stock flow scripts
make -C /OpenROAD-flow-scripts/flow DESIGN_CONFIG=/design/flow/config.mk WORK_HOME=/design/flow/orfs finish
==> reports/metrics.yaml <==
p_leak_uw: 0.000669
rows: 32
dr_total_vias: 678
warning_count: 25
synth.distinct_cells: 16
synth-adder-area-share_pct: 0
io_pins: 39
yosysWarnings: 3
drv_cap: 0
finalClockPeriodUsage_pct: 77.3
grt_use_total_pct: 4.39
drt_first_pass_iters: 2
crit_family: "flip-flops"
grt_pass1_wl_mm: 3.97
antenna_found_initial: 0
syn_inst: 78
antennaDiodeCount: 0
clkTransAtPathRegs_ns: 0.06
critPathMaxStageDelay_ns: 0.58
route.detailed.drc: 0
grt_max_degree: 19
routabilityCongestion: 0.721
antenna_left: 0
swShare_pct: 19.5
slew_viol_final: 0
finalHoldViolations: 0
holdCritPathClass: "flop to flop"
grt_pass1_vias: 777
post_cts_buffers: 0
switchingPower_uw: 194
intPower_uw: 803
ys_area_sq_mm: 0.00130
cp_max_fo: 18
coreArea_sq_mm: 0.00765
critPathBufInv: 1
crit_required_ns: 2.40
clk-insertion-delay-late_ns: 0.28
r2r_slack_ns: 1.22
fillers: 772
place_ws_ns: 0.781
clock_sinks: 34
rsz0062_at_grt: "no"
cp.arrival_ns: 1.72
synthTopLogicFamily: "simple AND/OR/NAND/NOR gates"
cts_tree: "built"
hpwlAfterDp_mm: 2.06
pwr-share-clk_pct: 30.7
power_frac_comb_pct: 10.9
port_buffers: 37
grt_overflow: 0
crit_path_end_kind: "primary output"
ys_sh_mux_pct: 0
ir_drop_v: 0.000148
post_synth_ao_oa_area_fraction_pct: 1.83
netlist_area_sq_mm: 0.00130
setup_viol: 0
cts_made_buffers: 5
fmax_mhz: 431
cts_root_buffer: "clkbuf_8"
cts_buffer_depth: 2
syn_avg_cell_area_sq_um: 16.7
die_h_um: 108
p_per_area_mw_per_mm2: 528
ys_cells: 78
crit_cells: 2
layout-drive-gt1-share_pct: 15.6
synth-edff-count: 34
drt-total-wl_mm: 2.55
crit_type: "flop to primary output"
finalSetupTns_ns: 0
fp_util_pct: 17.0
viasPerCell: 3.03
layout_min_cycle_time_ns: 2.32
async_flop_share_pct: 0
simple_gate_share_pct: 17.2
reg2reg_depth: 3
status: "complete, no violations"
start_kind: "flop"
routedWlPerCell_um: 11.4
htreeDepth: 2
ys_seq_share_pct: 78.4
area_growth_pct: 45.1
whs_path_depth: 1
seq_power_share_pct: 58.4
fin_skew_ns: 0.00505
hold_buffers: 0
ys_sh_xor_pct: 0.672
drtIter0Drc: 9
dieArea_sq_mm: 0.0117
cts_resized: 0
layout_setup_ws_ns: 0.681
ys.flop_type: "edfxtp_1"
ys.flops: 34
cpMaxStageDelayCell: "edfxtp_1"
die_w_um: 108
worstPathCellList: "xnor2_1, clkdlybuf4s50_1"
## sequential cells by signal, indices dropped and copies added (netlist names)
| name | flops |
|---|---|
| rd_ptr | 1 |
| gen_queue.gen_other_addr.fifo_entry | 16 |
| data_out | 16 |
| wr_ptr | 1 |
## cells by family (layout without fill, tap and decap cells)
family	count (synthesis)	in the layout
AOI/OAI and AO/OA	3	3
xor gates and xnor gates	1	1
buffers and inverters	4	48
DFF	34	34
other	1	1
and+or+nand+nor	35	35
## stage by stage
step	instance area (sq um)	cells	utilization [%]	hold WS [ns]	power [uW]
global placement	1810	216	23.6	0.506	706
detailed placement	1810	216	23.6	0.510	708
CTS	1890	224	24.7	0.533	1020
finish	1890	224	24.7	0.529	998
global route	1890	224	24.7	0.545	1040
floorplan	1300	78	-	0.503	620
## placed cells by master, fill, tap and decap left out
cell type / synthesis / final
and2_2: 7 / 7
a21o_1: 1 / 1
clkinv_1: 0 / 1
clkinv_2: 0 / 1
edfxtp_1: 34 / 34
clkbuf_8: 0 / 5
o21bai_2: 0 / 1
and2_1: 9 / 9
buf_4: 1 / 3
clkinvlp_4: 0 / 1
conb_1: 1 / 1
nor2b_1: 13 / 13
and2b_1: 3 / 3
a31o_2: 1 / 1
xnor2_1: 1 / 1
nor2_1: 2 / 2
clkdlybuf4s50_1: 0 / 37
nand2_1: 1 / 1
## worst reg2reg max path: stages, from the launching register on
cell      delay (ns)
edfxtp_1        0.58
xnor2_1         0.25
o21bai_2        0.44
buf_4           0.23
## worst paths after layout
kind | endpoint | startpoint
max | empty | rd_ptr$_SDFFCE_PP0P_
min | data_out[12]$_SDFFCE_PN0P_ | gen_queue[1].gen_other_addr.fifo_entry[12]$_SDFFCE_PP0P_
max reg2reg | data_out[8]$_SDFFCE_PN0P_ | rd_ptr$_SDFFCE_PP0P_
min reg2reg | data_out[12]$_SDFFCE_PN0P_ | gen_queue[1].gen_other_addr.fifo_entry[12]$_SDFFCE_PP0P_
## routing by layer
metal	part of all wire (%)	global-route usage, %
met3	7.5	1.45
met4	2.7	1.24
met5	0	0
met1	38	5.15
met2	52	7.54
## power by group through the flow
stage	combinational (uW)	sequential (uW)	clock (uW)
5_1_grt	121	588	335
4_1_cts	113	584	319
6_report	109	583	306
## synthesized netlist by cell type (2+ instances only)
library cell | n | share of area, %
nor2b_1 | 13 | 6.2
and2_1 | 9 | 4.3
edfxtp_1 | 34 | 78
and2_2 | 7 | 4.0
nor2_1 | 2 | 0.58
and2b_1 | 3 | 1.7
## layout make-up
type	instances	area, sq um	area share [%]
repair buffers	40	393	20.8
clock inverters	3	16.3	0.860
clock buffers	5	68.8	3.64
well taps	102	128	6.75
multi-input cells	40	264	14.0
flip-flops and latches	34	1020	54.0
No activity file was given, so power comes from the tool's default toggle rates.
